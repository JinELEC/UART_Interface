==> flow/design.v <==
module uart_tx(
    input           mclk,
    input           n_reset,
    input   [15:0]  baud_max_cnt,  
    input   [7:0]   tr_data,
    input   [1:0]   parity_sel,
    input           stop_sel,
    input           send_en,
    output  reg     txd,
    output          done
);
reg state;
parameter IDLE = 1'd0;
parameter SEND = 1'd1;
wire idle_flag = (state == IDLE) ? 1'b1 : 1'b0;
wire send_flag = (state == SEND) ? 1'b1 : 1'b0;
always@(negedge n_reset, posedge mclk)
    if(!n_reset)
        state <= 1'b0;
    else
        state <= (idle_flag & send_en) ? SEND :
                 (send_flag & (parity_sel == 2'b00) & (stop_sel == 1'b0) & (cnt2 == 4'd10)) ? IDLE :
                 (send_flag & (parity_sel == 2'b00) & (stop_sel == 1'b1) & (cnt2 == 4'd11)) ? IDLE :
                 (send_flag & (parity_sel != 2'b00) & (stop_sel == 1'b0) & (cnt2 == 4'd11)) ? IDLE :
                 (send_flag & (parity_sel != 2'b00) & (stop_sel == 1'b1) & (cnt2 == 4'd12)) ? IDLE : state;
reg [15:0] cnt1;
always@(negedge n_reset, posedge mclk)
    if(!n_reset)
        cnt1 <= 16'b0;
    else
        cnt1 <= (idle_flag) ? 16'b0 :
                (cnt1 == baud_max_cnt) ? 16'b0 : cnt1 + 1'b1;
reg [3:0] cnt2;
always@(negedge n_reset, posedge mclk)
    if(!n_reset)
        cnt2 <= 4'b0;
    else
        cnt2 <= (idle_flag) ? 4'b0 :
                (cnt1 == baud_max_cnt) ? cnt2 + 1'b1 : cnt2;
wire tr_data_xor = tr_data[0]^tr_data[1]^tr_data[2]^tr_data[3]^tr_data[4]^tr_data[5]^tr_data[6]^tr_data[7];
reg parity_bit;
always@(negedge n_reset, posedge mclk)
    if(!n_reset)
        parity_bit <= 1'b0;
    else
        parity_bit <= (parity_sel == 2'b01) ? tr_data_xor : (parity_sel == 2'b10) ? ~tr_data_xor : parity_bit;
always@(negedge n_reset, posedge mclk)
    if(!n_reset)
        txd <= 1'b0;
    else
        txd <= (idle_flag) ? 1'b1 : 
               ((cnt2 == 4'd0) & (cnt1 == 16'd0)) ? 1'b0 :  
               ((cnt2 == 4'd1) & (cnt1 == 16'd0)) ? tr_data[0] :
               ((cnt2 == 4'd2) & (cnt1 == 16'd0)) ? tr_data[1] :
               ((cnt2 == 4'd3) & (cnt1 == 16'd0)) ? tr_data[2] :
               ((cnt2 == 4'd4) & (cnt1 == 16'd0)) ? tr_data[3] :
               ((cnt2 == 4'd5) & (cnt1 == 16'd0)) ? tr_data[4] :
               ((cnt2 == 4'd6) & (cnt1 == 16'd0)) ? tr_data[5] :
               ((cnt2 == 4'd7) & (cnt1 == 16'd0)) ? tr_data[6] :
               ((cnt2 == 4'd8) & (cnt1 == 16'd0)) ? tr_data[7] : 
               ((parity_sel == 2'b00) & (stop_sel == 1'b0) & (cnt2 == 4'd9)  & (cnt1 == 16'd0)) ? 1'b1 :
               ((parity_sel == 2'b00) & (stop_sel == 1'b1) & (cnt2 == 4'd9)  & (cnt1 == 16'd0)) ? 1'b1 :
               ((parity_sel == 2'b00) & (stop_sel == 1'b1) & (cnt2 == 4'd10) & (cnt1 == 16'd0)) ? 1'b1 :
               ((parity_sel != 2'b00) & (stop_sel == 1'b0) & (cnt2 == 4'd9)  & (cnt1 == 16'd0)) ? parity_bit :
               ((parity_sel != 2'b00) & (stop_sel == 1'b0) & (cnt2 == 4'd10) & (cnt1 == 16'd0)) ? 1'b1 :
               ((parity_sel != 2'b00) & (stop_sel == 1'b1) & (cnt2 == 4'd9)  & (cnt1 == 16'd0)) ? parity_bit :
               ((parity_sel != 2'b00) & (stop_sel == 1'b1) & (cnt2 == 4'd10) & (cnt1 == 16'd0)) ? 1'b1 :
               ((parity_sel != 2'b00) & (stop_sel == 1'b1) & (cnt2 == 4'd11) & (cnt1 == 16'd0)) ? 1'b1 : txd;
assign done = idle_flag;
endmodule
==> flow/run.sh <==
#!/bin/bash
# OpenROAD 26Q1-2900-gdf79404cd8, Yosys 0.63+post, stock flow scripts
make -C /OpenROAD-flow-scripts/flow DESIGN_CONFIG=/design/flow/config.mk WORK_HOME=/design/flow/orfs finish
==> flow/config.mk <==
export PLATFORM = sky130hd
export DESIGN_NAME = uart_tx
export DESIGN_NICKNAME = uart_tx
export VERILOG_FILES = /design/flow/design.v
export SDC_FILE = /design/flow/constraint.sdc
export NUM_CORES = 4
export LEC_CHECK = 1
export CORE_UTILIZATION = 40
==> flow/constraint.sdc <==
current_design uart_tx

set clk_period 4.1
set clk_io_pct 0.2

create_clock -name clk0 -period $clk_period [get_ports {mclk}]

set non_clock_inputs [all_inputs -no_clocks]
set_input_delay [expr $clk_period * $clk_io_pct] -clock clk0 $non_clock_inputs
set_output_delay [expr $clk_period * $clk_io_pct] -clock clk0 [all_outputs]
==> results.sh <==
# yosys + openroad results
export IMPL_crit_reg2reg_capture="txd"
export IMPL_final_util_pct=53.42
export IMPL_hold_path_class="reg2reg"
export IMPL_finalSetupViolations=0
export IMPL_wl_met2_um=1410
export IMPL_register_area_um2=575.6
export IMPL_critPathArrivalTime_ns=2.60
export IMPL_drt_pre_antenna_iters=4
export IMPL_timing_hold_worst_endpoint="txd"
export IMPL_antenna_cells=0
export IMPL_cts_clk_slew_worst_paths_ns=0.08
export IMPL_critical_path_capture_point_type="register"
export IMPL_timing_critical_path_required_ns=4.25
export IMPL_yosys_cells=178
export IMPL_synth_cell_area_um2=1618
export IMPL_place_inst=253
export IMPL_drv_cap=0
export IMPL_warning_count=30
export IMPL_period_utilization_post_route_pct=59.73
export IMPL_grt_pass1_vias=1323
export IMPL_critPathMaxFanout=5
export IMPL_largest_net_degree_at_the_start_of_global_routing=24
export IMPL_antenna_found_initial=0
export IMPL_area_leaders="sky130_fd_sc_hd__dfrtp_1 36%, sky130_fd_sc_hd__xor2_1 14%, sky130_fd_sc_hd__xnor2_1 7.6%"
export IMPL_slew_viol_final=0
export IMPL_hold_buffers=0
export IMPL_netlist_cell_type_count=39
export IMPL_grt_util_all_layers_pct=17.59
export IMPL_initial_utilization_pct=42.90
export IMPL_cp_start_kind="primary input"
export IMPL_path_class="in2reg"
export IMPL_cts_tree="done"
export IMPL_ys_seq_elements=23
export IMPL_synth_top_cell_by_area="sky130_fd_sc_hd__dfrtp_1"
export IMPL_hold_viol=0
export IMPL_grt_pass1_wl_um=5706
export IMPL_die_area_um2=4303
export IMPL_slew_limit_headroom_pct=66.31
export IMPL_max_freq_mhz=408.4
export IMPL_power_per_cell_area_nw_per_um2=341.8
export IMPL_timing_rr_start="cnt2[0]"
export IMPL_residual_overflow_from_global_routing=0
export IMPL_die_h_um=65.60
export IMPL_synth_top_cells_by_count="26 x sky130_fd_sc_hd__nor2_1, 26 x sky130_fd_sc_hd__xor2_1, 23 x sky130_fd_sc_hd__dfrtp_1"
export IMPL_io_buffer_count=31
export IMPL_cts_root_to_sink_buffers=2
export IMPL_viasPerCell=5.117
export IMPL_clock_root_buffer="sky130_fd_sc_hd__clkbuf_8"
export IMPL_std_cell_rows=22
export IMPL_status="complete, no violations"
export IMPL_rsz0062_at_grt="no"
export IMPL_placeableCoreArea_um2=3771
export IMPL_synth_seq_share_pct=35.58
export IMPL_finalWorstSetupSlack_ns=1.651
export IMPL_route_detailed_wl_per_inst_um=12.62
export IMPL_detail_route_drc_violations=0
export IMPL_final_cells=257
export IMPL_post_cts_resize_count=0
export IMPL_antenna_violating_nets_post_route=0
export IMPL_overall_power_consumption_w=0.0006885
export IMPL_postSynth_topFlopCell="sky130_fd_sc_hd__dfrtp_1"
export IMPL_design_portCount=32
export IMPL_ff2ff_path_depth=7
export IMPL_yosys_warnings=1
export IMPL_routed_wirelength_um=3243
export IMPL_finalCriticalPeriod_ns=2.449
export IMPL_met3_length_um=177
export IMPL_layout_drive_gt1_share_pct=5.263
export IMPL_detailedPlace_worstSlack_ns=1.356
export IMPL_fin_tns_setup_ns=0
export IMPL_total_vias_in_the_final_route=1315
export IMPL_hold_path_startpoint="txd"
export IMPL_detail_route_iter0_violations=48
export IMPL_dpl_hpwl_um=2484
export IMPL_static_leakage_power_nw=0.8815
export IMPL_async_reset_ff_share_pct=100.0
export IMPL_gp_congestion=0.9001
export IMPL_number_of_filler_instances_in_the_final_layout=327
export IMPL_synth_avg_cell_area_um2=9.089
export IMPL_met1Wirelength_um=1554
export IMPL_cts_buffers_inserted=3
export IMPL_worst_ir_drop_vdd_uv=156.8
export IMPL_tightestPinTransition_ns=0.5042
export IMPL_fin_worst_skew_ns=0.001628
export IMPL_yosys_stat_chipArea_um2=1618
export IMPL_worst_hold_path_num_cells=1
export IMPL_number_of_levels_in_the_clock_h_tree=1
export IMPL_die_outline_width_um=65.60
export IMPL_clkSinkCount=23
export IMPL_worst_skew_pair_late_latency_ns=0.26
export IMPL_edf_count=0
export IMPL_reg2reg_slack_ns=1.97
export IMPL_mi_logic_area_um2=969.7
export IMPL_synthDominantCellAreaShare_pct=35.58
export IMPL_uppermost_metal_layer_occupied_by_signal_nets="met4"
export IMPL_postCtsSetupRepairBufs=0
export IMPL_syn2layout_area_growth_pct=24.52
export IMPL_post_synth_inst_count=178
## critical path, cell delays in order
cell and delay [ns]:
sky130_fd_sc_hd__clkdlybuf4s50_1 0.48, sky130_fd_sc_hd__inv_1 0.05, sky130_fd_sc_hd__ha_1 0.25, sky130_fd_sc_hd__nor2b_1 0.17, sky130_fd_sc_hd__o21a_1 0.17, sky130_fd_sc_hd__a311o_1 0.36
sky130_fd_sc_hd__a211o_1 0.30
## flip-flops by register name (all words and copies together), names as in the netlist
register and count:
parity_bit 1, state 1, cnt1 16, cnt2 4, txd 1
## worst max-delay path by stage
| stage | from | endpoint | depth (start not counted) |
|---|---|---|---|
| 4_1_cts | baud_max_cnt[4] | cnt1[15] | 6 |
| 5_1_grt | baud_max_cnt[8] | cnt1[12] | 6 |
| 6_report | parity_sel[0] | txd | 7 |
## cell families after synthesis
group	count (synthesis)	share of synthesized area [%]
AND/OR/NAND/NOR	72	24.36
XOR/XNOR	40	21.66
flip-flops	23	35.58
AND-OR/OR-AND	17	7.116
buffers and inverters	17	4.485
adder cells (fa/ha/maj)	8	6.187
multiplexers	1	0.6187
## final cells by class
cell class / instances / share of cell area [%]
Clock buffer: 3 / 2.050
Clock inverter: 1 / 0.2484
Inverter: 12 / 2.236
Multi-Input combinational cell: 138 / 48.14
Sequential cell: 23 / 28.57
Tap cell: 48 / 2.981
Timing Repair Buffer: 32 / 15.78
## metrics by stage
step           hold WS [ns]  instance area (µm²)
2_1_floorplan        0.4349                 1618
3_3_place_gp         0.4761                 1968
3_5_place_dp         0.4831                 1968
4_1_cts              0.5137                 2014
5_1_grt              0.5256                 2014
6_report             0.5131                 2014
## where the power goes
group          internal, W  switching, W
sequential        0.000270     0.0000667
combinational     0.000121     0.0000922
clock            0.0000677     0.0000710
total             0.000459      0.000230
## metal layers
layer,GRT usage [%],up-vias
met1,25.69,594
met5,0,-
met3,2.113,11
li1,-,667
met4,6.250,0
met2,27.58,43
## cells in the final DEF, fill, tap and decap left out, types with 2 or more instances in the layout
master / count
sky130_fd_sc_hd__or3_1: 2
sky130_fd_sc_hd__xor2_1: 26
sky130_fd_sc_hd__o21ai_0: 4
sky130_fd_sc_hd__and3_2: 2
sky130_fd_sc_hd__nand4_1: 4
sky130_fd_sc_hd__inv_1: 12
sky130_fd_sc_hd__nand2b_1: 2
sky130_fd_sc_hd__nor4_1: 6
sky130_fd_sc_hd__nor4b_1: 2
sky130_fd_sc_hd__nand2_1: 12
sky130_fd_sc_hd__nor4_2: 3
sky130_fd_sc_hd__clkbuf_8: 3
sky130_fd_sc_hd__dfrtp_1: 23
sky130_fd_sc_hd__nor2_1: 26
sky130_fd_sc_hd__ha_1: 8
sky130_fd_sc_hd__clkdlybuf4s50_1: 31
sky130_fd_sc_hd__xnor2_1: 14
sky130_fd_sc_hd__nand3_1: 4
sky130_fd_sc_hd__a21oi_1: 4
Power figures rest on the tool's default switching activity, not on a simulated workload.
